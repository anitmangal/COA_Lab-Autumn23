## config.mk

```make
export PLATFORM = sky130hd
export DESIGN_NAME = control_unit
export DESIGN_NICKNAME = control_unit
export VERILOG_FILES = /design/flow/design.v
export SDC_FILE = /design/flow/constraint.sdc
export NUM_CORES = 4
export LEC_CHECK = 1
export CORE_UTILIZATION = 40
```

## constraint.sdc

```tcl
current_design control_unit

set clk_period 4.1
set clk_io_pct 0.2

create_clock -name clk0 -period $clk_period [get_ports {clk}]

set non_clock_inputs [all_inputs -no_clocks]
set_input_delay [expr $clk_period * $clk_io_pct] -clock clk0 $non_clock_inputs
set_output_delay [expr $clk_period * $clk_io_pct] -clock clk0 [all_outputs]
```

## design.v

```verilog
module control_unit(
    output reg [5:0] state,
    output PCSel,
    output PCIn,
    output InstrRead,
    output Read1Sel,
    output [1:0] Read2Sel,
    output [1:0] WriteRegSel,
    output WriteInfoSel,
    output RegRead,
    output RegWrite,
    output ImmSel,
    output [1:0] ALUin2,
    output [3:0] ALUOp,
    output DataSel,
    output MemRead,
    output MemWrite,
    output [2:0] BrOp,
    input INT,
    input [3:0] opcode,
    input [4:0] func,
    input clk);
    parameter ALU = 4'b0000;
    parameter LD = 4'b0001;
    parameter ST = 4'b0010;
    parameter LDSP = 4'b0011;
    parameter STSP = 4'b0100;
    parameter BR = 4'b0101;
    parameter BMI = 4'b0110;
    parameter BPL = 4'b0111;
    parameter BZ = 4'b1000;
    parameter PUSH = 4'b1001;
    parameter POP = 4'b1010;
    parameter CALL = 4'b1011;
    parameter RET = 4'b1100;
    parameter MOVE = 4'b1101;
    parameter HALT = 4'b1110;
    parameter NOP = 4'b1111;
    parameter ADD = 5'b00000;
    parameter SUB = 5'b00001;
    parameter AND = 5'b00010;
    parameter OR = 5'b00011;
    parameter XOR = 5'b00100;
    parameter NOT = 5'b00101;
    parameter SLA = 5'b00110;
    parameter SRA = 5'b00111;
    parameter SRL = 5'b01000;
    parameter ADDI = 5'b01001;
    parameter SUBI = 5'b01010;
    parameter ANDI = 5'b01011;
    parameter ORI = 5'b01100;
    parameter XORI = 5'b01101;
    parameter NOTI = 5'b01110;
    parameter SLAI = 5'b01111;
    parameter SRAI = 5'b10000;
    parameter SRLI = 5'b10001;
    reg [23:0] combine;  
    assign {PCSel, PCIn, InstrRead, Read1Sel, Read2Sel, WriteRegSel, WriteInfoSel, RegRead, RegWrite, ImmSel, ALUin2, ALUOp, BrOp, DataSel, MemRead, MemWrite} = combine;
    initial begin
        state <= 0;
        combine <= 0;
    end
    always @(posedge clk) begin
        if (clk) begin
            case (state)
                0: begin
                    combine <= 24'b001000000000001111000000;
                    state <= 1;
                end
                1: begin
                    combine <= 24'b000000000000001111000000;
                    case(opcode)
                        ALU: begin
                            if (func < ADDI) state <= 2;
                            else state <= 14;
                        end
                        LD: state <= 14;
                        ST: state <= 14;
                        LDSP: state <= 14;
                        STSP: state <= 14;
                        BR: state <= 38;
                        BMI: state <= 14;
                        BPL: state <= 14;
                        BZ: state <= 14;
                        PUSH: state <= 31;
                        POP: state <= 34;
                        CALL: state <= 34;
                        RET: state <= 34;
                        MOVE: state <= 14;
                        HALT: begin
                            if (INT) state <= 5;
                            else state <= 1;
                        end
                        NOP: state <= 5;
                    endcase
                end
                2: begin
                    combine <= 24'b000001000100001111000000;
                    case(opcode)
                        ALU: begin
                            case(func)
                                ADD: state <= 3;
                                SUB: state <= 6;
                                AND: state <= 7;
                                OR: state <= 8;
                                XOR: state <= 9;
                                NOT: state <= 10;
                                SLA: state <= 11;
                                SRA: state <= 12;
                                SRL: state <= 13;
                            endcase
                        end
                    endcase
                end
                3: begin
                    combine <= 24'b000000000000000000000000;
                    case(opcode)
                        ALU: state <= 4;
                        BMI: state <= 28;
                        BPL: state <= 29;
                        BZ: state <= 30;
                        POP: state <= 25;
                        RET: state <= 25;
                        MOVE: state <= 40;
                    endcase
                end
                4: begin
                    combine <= 24'b000000100010001111000000;
                    state <= 5;
                end
                5: begin
                    combine <= 24'b010000000000001111000000;
                    state <= 0;
                end
                6: begin
                    combine <= 24'b000000000000000001000000;
                    state <= 4;
                end
                7: begin
                    combine <= 24'b000000000000000010000000;
                    state <= 4;
                end
                8: begin
                    combine <= 24'b000000000000000011000000;
                    state <= 4;
                end
                9: begin
                    combine <= 24'b000000000000000100000000;
                    state <= 4;
                end
                10: begin
                    combine <= 24'b000000000000000101000000;
                    state <= 4;
                end
                11: begin
                    combine <= 24'b000000000000000110000000;
                    state <= 4;
                end
                12: begin
                    combine <= 24'b000000000000000111000000;
                    state <= 4;
                end
                13: begin
                    combine <= 24'b000000000000001000000000;
                    state <= 4;
                end
                14: begin
                    combine <= 24'b000000000100001111000000;
                    case(opcode)
                        ALU: begin
                            case(func)
                                ADDI: state <= 15;
                                SUBI: state <= 17;
                                ANDI: state <= 18;
                                ORI: state <= 19;
                                XORI: state <= 20;
                                NOTI: state <= 21;
                                SLAI: state <= 22;
                                SRAI: state <= 23;
                                SRLI: state <= 24;
                            endcase
                        end
                        LD: state <= 15;
                        ST: state <= 15;
                        LDSP: state <= 15;
                        STSP: state <= 15;
                        BMI: state <= 3;
                        BPL: state <= 3;
                        BZ: state <= 3;
                        MOVE: state <= 3;
                    endcase
                end
                15: begin
                    combine <= 24'b000000000001010000000000;
                    case(opcode)
                        ALU: state <= 16;
                        LD: state <= 25;
                        ST: state <= 41;
                        LDSP: state <= 25;
                        STSP: state <= 41;
                    endcase
                end
                16: begin
                    combine <= 24'b000000000010001111000000;
                    state <= 5;
                end
                17: begin
                    combine <= 24'b000000000001010001000000;
                    state <= 16;
                end
                18: begin
                    combine <= 24'b000000000001010010000000;
                    state <= 16;
                end
                19: begin
                    combine <= 24'b000000000001010011000000;
                    state <= 16;
                end
                20: begin
                    combine <= 24'b000000000001010100000000;
                    state <= 16;
                end
                21: begin
                    combine <= 24'b000000000001010101000000;
                    state <= 16;
                end
                22: begin
                    combine <= 24'b000000000001010110000000;
                    state <= 16;
                end
                23: begin
                    combine <= 24'b000000000001010111000000;
                    state <= 16;
                end
                24: begin
                    combine <= 24'b000000000001011000000000;
                    state <= 16;
                end
                25: begin
                    combine <= 24'b000000000000001111000010;
                    case(opcode)
                        LD: state <= 26;
                        LDSP: state <= 26;
                        POP: state <= 35;
                        RET: state <= 39;
                    endcase
                end
                26: begin
                    combine <= 24'b000000011010001111000000;
                    state <= 5;
                end
                27: begin
                    combine <= 24'b000000000000001111000001;
                    state <= 5;
                end
                28: begin
                    combine <= 24'b010000000001001111010000;
                    state <= 0;
                end
                29: begin
                    combine <= 24'b010000000001001111011000;
                    state <= 0;
                end
                30: begin
                    combine <= 24'b010000000001001111100000;
                    state <= 0;
                end
                31: begin
                    combine <= 24'b000101000100001111000000;
                    state <= 32;
                end
                32: begin
                    combine <= 24'b000000000000100001000000;
                    case(opcode)
                        PUSH: state <= 33;
                        CALL: state <= 37;
                    endcase
                end
                33: begin
                    combine <= 24'b000100000010001111000001;
                    state <= 5;
                end
                34: begin
                    combine <= 24'b000100000100001111000000;
                    case(opcode)
                        POP: state <= 3;
                        CALL: state <= 32;
                        RET: state <= 3;
                    endcase
                end
                35: begin
                    combine <= 24'b000000101010100000000000;
                    state <= 36;
                end
                36: begin
                    combine <= 24'b010100000010001111000000;
                    state <= 0;
                end
                37: begin
                    combine <= 24'b000100000010001111000101;
                    state <= 38;
                end
                38: begin
                    combine <= 24'b010000000000001111001000;
                    state <= 0;
                end
                39: begin
                    combine <= 24'b110000000000100000000000;
                    state <= 42;
                end
                40: begin
                    combine <= 24'b010000010010001111000000;
                    state <= 0;
                end
                41: begin
                    combine <= 24'b000010000100001111000000;
                    state <= 27;
                end
                42: begin
                    combine <= 24'b000100000010001111000000;
                    state <= 0;
                end
                default: begin
                    combine <= 24'b000000000000001111000000;
                    state <= 0;
                end
            endcase
        end
    end
endmodule
```

## run.sh

```bash
#!/bin/bash
# OpenROAD 26Q1-2900-gdf79404cd8, Yosys 0.63+post, stock flow scripts
make -C /OpenROAD-flow-scripts/flow DESIGN_CONFIG=/design/flow/config.mk WORK_HOME=/design/flow/orfs finish
```

==> flow_metrics.tcl <==
# place-and-route summary
set metrics [dict create \
    synth.distinct_cells 64 \
    grt_use_met2_pct 38.77 \
    flop_cell "dfxtp_1" \
    min-delay-start "state[1]$_DFFE_PP_" \
    std_cell_rows 29 \
    cts_buffer_depth 2 \
    swShare_pct 44.86 \
    edf_count 6 \
    cts_tree "yes" \
    gr-usage-met1_pct 42.10 \
    clock.fmax_mhz 315.4 \
    ys_cells 357 \
    tightest_slew_ps 739.2 \
    clk_latency_ps 290 \
    r2r-start "state[5]$_DFFE_PP_" \
    grtUsageTotal_pct 26.75 \
    crit_required_ps 4060 \
    max_slew_margin_pct 50.62 \
    die_h_um 82.70 \
    vias 2846 \
    clock_power_share_pct 13.9 \
    n_antenna_cell 0 \
    maxSlewViolCount 0 \
    utilization_pct 49.21 \
    outcome "finished clean" \
    final_common_cell "clkdlybuf4s50_1" \
    syn2layout_area_growth_pct 19.26 \
    lay_top_cells "clkdlybuf4s50_1 (40), nor2_1 (34), nand2_1 (28), o21ai_0 (25)" \
    path_max_fanout 18 \
    die-area_sq_mm 0.006839 \
    ant_nets 0 \
    grt_pass1_vias 2361 \
    p_int_uw 1026 \
    crit_arrival_ps 3130 \
    syn_area_sq_mm 0.002605 \
    drtIter0Drc 252 \
    ys_seq_share_pct 25.36 \
    end_kind "flip-flop" \
    setup-violations-final 0 \
    vias_per_cell 6.255 \
    timing.final.crit_share_pct 77.33 \
    power_density_mw_per_mm2 598.8 \
    clock-sinks 30 \
    final_area_sq_mm 0.003107 \
    rr_endpoint "state[4]$_DFFE_PP_" \
    drive_gt1_share_pct 8.730 \
    ys_async_sr_fraction_pct 0 \
    crit_type "in2reg" \
    reg2reg_slack_ps 1460 \
    antenna_found_initial 0 \
    reg2regPathDepth 5 \
    p_switching_uw 834.5 \
    die_x_um 82.70 \
    worst_hold_slack_ps 733.8 \
    routedWlPerCell_um 18.94 \
    grt_use_met3_pct 3.010 \
    hold_viol_final 0 \
    initial_core_util_pct 41.26 \
    placed_area_sq_mm 0.003013 \
    cts-buffers-inserted 5 \
    core_area_sq_mm 0.006314 \
    cts-root-buf "clkbuf_8" \
    overflow 0 \
    grt_max_degree 41 \
    hold_end "combine[2]$_DFF_P_" \
    clkTransAtPathRegs_ps 70 \
    ys_ff 30 \
    tns_ps 0 \
    pwr-share-comb_pct 61.2 \
    cts_resized 0 \
    grt_pass1_wl_um 13190 \
    syn_inst 357 \
    first_pass_iters 5 \
    syn_avg_cell_area_sq_um 7.297 \
    ioPinCount 41 \
    hpwl_um 6240 \
    drc_errors 0 \
    wl_um 8616 \
    htreeDepth 2 \
    synth_warnings 1 \
    fin_skew_ps 5.371 \
    min_path_type "reg2reg" \
    port_buffers 40 \
    cap_viol_max_count 0 \
    fin_crit_ps 3171 \
    place.gp.congestion 0.9883 \
    warning_count 25 \
    total_power_uw 1860 \
    peakVddDrop_v 0.0003158 \
    hold_depth 3 \
    p_leak_uw 0.001069 \
    cts_setup_buffers 0 \
    synth_chip_area_sq_mm 0.002605 \
    top_usage_layer "met1" \
    rsz0062_at_grt "no" \
    postCtsHoldBufs 0 \
    seq_power_share_pct 24.9 \
    start_kind "input port" \
]
[flip-flops by register name, indices dropped and copies added, names as in the netlist]
| register | count |
|---|---|
| combine | 24 |
| state | 6 |
[through the flow]
stage                     setup slack (ps)  instances
after floorplan                       1631        357
after global placement               714.3        447
after detailed placement             717.4        447
after CTS                             1005        455
after global routing                 812.9        455
final                                929.3        455
[layer usage]
metal | vias up | wire length, um
met5 | - | 0
met3 | 18 | 579
met2 | 133 | 3697
met4 | 0 | 246
li1 | 1367 | -
met1 | 1328 | 4092
[layout make-up]
class	instances	area (sq um)
clock inverters	2	11.26
well taps	77	96.34
repair buffers	51	483.0
clock buffers	6	82.58
inverters	9	33.78
multi-input cells	280	1739
flip-flops and latches	30	660.6
fillers	621	3207
[cells by family (layout without fill, tap and decap cells)]
group | after synthesis | after routing | synth area share [%]
multiplexers | 3 | 3 | 1.249
XOR/XNOR | 10 | 10 | 3.362
AND-OR/OR-AND | 119 | 119 | 30.79
buffers and inverters | 47 | 68 | 7.877
flip-flops | 30 | 30 | 25.36
AND/OR/NAND/NOR | 148 | 148 | 31.36
[cells in the mapped netlist, types with 4 or more instances]
library cell  instances  area, sq um
o21a_1                4        30.03
nor3_1               13        65.06
o32a_1                4        40.04
o221ai_1              4        35.03
o21ai_0              25        125.1
inv_1                 9        33.78
and3_1                4        25.02
o32ai_1               4        35.03
a21oi_1              24        120.1
a211oi_1              5        37.54
buf_2                23        115.1
clkbuf_1             13        48.80
nor4_1                6        37.54
nand2b_1             16        100.1
nand4_1               4        25.02
nor3b_1               4        30.03
nor2b_1               7        43.79
xnor2_1               7        61.31
nand3_1               7        35.03
a31oi_1               7        43.79
edfxtp_1              6        180.2
o22ai_1               6        37.54
nor2_1               34        127.6
dfxtp_1              24        480.5
nand2_1              28        105.1
a22oi_1               5        37.54
[critical path, cell delays in order]
cell and delay [ps]:
clkdlybuf4s50_1 760, or4b_2 760, a21oi_1 200, nor3_1 80
a21oi_1 130, o2111a_1 380
[power groups by stage]
stage	logic (uW)	clock network (uW)	registers, uW
5_1_grt	1240	276	473
4_1_cts	1120	267	464
6_report	1140	258	464
[how the worst max path moves through the flow]
stage | from | to | slack, ps | cells after the start
CTS | opcode[2] | state[5]$_DFFE_PP_ | 1010 | 6
global route | opcode[2] | state[5]$_DFFE_PP_ | 810 | 6
finish | opcode[2] | state[4]$_DFFE_PP_ | 930 | 6
Power figures rest on the tool's default switching activity, not on a simulated workload.
