[flow/design.v]
`timescale 10ns / 1ns
module my_add(result, a, m, func);
    output [7:0] result;
    input [7:0] a, m;
    input func;
    assign result = (func == 0)?(a+m):(a-m);
endmodule
module my_comp(out, in);
    input [7:0] in;
    output [7:0] out;
    wire [7:0] const1 = 1;
    wire [7:0] t1;
    my_not C1(t1, in);
    my_add C2(out, t1, const1);
endmodule
module my_not(out, in);
    output [7:0] out;
    input [7:0] in;
    assign out = ~in;
endmodule
[flow/run.sh]
#!/bin/bash
# OpenROAD 26Q1-2900-gdf79404cd8, Yosys 0.63+post, stock flow scripts
make -C /OpenROAD-flow-scripts/flow DESIGN_CONFIG=/design/flow/config.mk WORK_HOME=/design/flow/orfs finish
[flow/config.mk]
export PLATFORM = sky130hd
export DESIGN_NAME = my_comp
export DESIGN_NICKNAME = my_comp
export VERILOG_FILES = /design/flow/design.v
export SDC_FILE = /design/flow/constraint.sdc
export NUM_CORES = 4
export LEC_CHECK = 1
export CORE_AREA = 10 10 70 70
export DIE_AREA = 0 0 80 80
[flow/constraint.sdc]
current_design my_comp

set clk_period 1.9
set clk_io_pct 0.2

create_clock -name clk0 -period $clk_period

set non_clock_inputs [all_inputs -no_clocks]
set_input_delay [expr $clk_period * $clk_io_pct] -clock clk0 $non_clock_inputs
set_output_delay [expr $clk_period * $clk_io_pct] -clock clk0 [all_outputs]
==> impl_table.tex <==
% Implementation results table
\begin{tabular}{lr}
\hline
Metric & Value \\
\hline
\multicolumn{2}{l}{\textbf{Setup path}} \\
\quad Cells along the critical path & buf\_6 > or4\_4 > nor4\_4 > xnor2\_1 > buf\_2 \\
\quad Kind of cell with the highest combined delay on the critical path & simple AND/OR/NAND/NOR gates \\
\quad Crit path launch type & input port \\
\quad Worst endpoint required time & 1.52 ns \\
\quad CP arrival & approximately 1.4 ns \\
\quad Combined buffer and inverter count along the critical path & 2 \\
\quad Critical path's slowest cell & or4\_4 \\
\quad Highest net fanout along the worst path & 2 \\
\quad Crit path largest cell delay & between 0.5 and 0.6 ns \\
\quad Capturing element type of the critical path & output port \\
\quad Kind of critical path & input port to output port \\
\multicolumn{2}{l}{\textbf{Global routing}} \\
\quad Global-route wire length before repair & roughly 960 um \\
\quad Number of global-route vias before repair & about 210 \\
\quad Initial antenna violation count & 0 \\
\quad Global Route Usage Sum & 0.01755 \\
\quad Total overflow reported by the global router & 0 \\
\quad Maximum number of pins on one net before global-route repair & 4 \\
\multicolumn{2}{l}{\textbf{Run}} \\
\quad Max-cap check violation count & 0 \\
\quad OpenROAD warnings & 33 \\
\multicolumn{2}{l}{\textbf{Floorplanning}} \\
\quad Die W & 80 um \\
\quad Die outline height & about 80 um \\
\quad Share of the core filled by cells before placement & 0.03736 \\
\quad Core outline area & $\sim$3400 um2 \\
\quad Total die size & 6400 um2 \\
\quad Cell row count & 21 \\
\quad Number of top-level design ports & 16 \\
\multicolumn{2}{l}{\textbf{Synthesis}} \\
\quad Cell with the most instances after synthesis & xnor2\_1 \\
\quad Cell count in the Yosys report & 17 \\
\quad Biggest area contributors in the synthesized netlist & xnor2\_1, ha\_1, nor4\_2 \\
\quad Xor and xnor area share after synthesis & 0.4118 \\
\quad Warnings from Yosys & 1 \\
\quad Adder and majority gate portion of the synthesized area & 0.09804 \\
\quad Average size of a mapped cell & 7.507 um2 \\
\quad Main logic family after synthesis & XOR/XNOR gates \\
\quad Post-Synthesis Cells & 17 \\
\quad Top cell type by total area after synthesis & xnor2\_1 \\
\quad Sequential fraction of the synthesis area & 0 \\
\quad Fraction of the mapped netlist area in simple logic gates & 0.3431 \\
\quad Synth Cell Area & approximately 130 um2 \\
\quad Unique masters post-synth & 11 \\
\quad Synthesis area per yosys & $\sim$130 um2 \\
\quad Area leader share & 0.3431 \\
\quad Leading cell types by count after synthesis & xnor2\_1, inv\_1 \\
\quad Mux cell area share after synthesis & 0 \\
\quad Ao+oa area frac & 0 \\
\multicolumn{2}{l}{\textbf{Layout}} \\
\quad Count of filler cells inserted in the layout & 400 \\
\quad Final sequential cell count & 0 \\
\quad End-of-flow core utilization & 0.1242 \\
\quad Synth-to-Final Area Change & 232.4\% \\
\quad Post-layout instance count excluding filler cells & around 88 \\
\quad Share of layout cells above drive strength 1 & 0.6429 \\
\quad Count of clock-net buffers in the final layout & 0 \\
\quad FF+latch area & 0 um2 \\
\multicolumn{2}{l}{\textbf{Placed design}} \\
\quad Routability congestion estimate from global placement & between 0.7 and 0.8 \\
\quad Tally of buffers added on design ports & 16 \\
\quad Post-placement setup slack & -0.6754 ns \\
\quad Number of cells in the design after placement & roughly 90 \\
\multicolumn{2}{l}{\textbf{Pwr}} \\
\quad Worst IR Drop VDD & approximately 0.018 mV \\
\quad Overall power consumption & approximately 0.072 mW \\
\quad Static Leak & $\sim$0.17 nW \\
\quad Pwr Density & about 170 nW/um2 \\
\multicolumn{2}{l}{\textbf{Route}} \\
\quad Via-per-instance ratio & roughly 2.4 \\
\quad Tally of nets with antenna violations remaining after routing & 0 \\
\quad Final antenna diode count & 0 \\
\quad DRC errors left & 0 \\
\quad Total length of routed wires & a little under 600 um \\
\quad First-pass DRT Iterations & 1 \\
\quad WL per Instance & between 6 and 7 um \\
\quad Iter 0 DRT Violations & 0 \\
\quad DR vias & about 210 \\
\multicolumn{2}{l}{\textbf{Final timing}} \\
\quad Remaining max-slew budget at the tightest pin & 0.8675 \\
\quad Final Slew Violations & 0 \\
\quad Minimum clock period after layout & between 1.5 and 2 ns \\
\quad Final Setup Violations & 0 \\
\quad Final period util & 0.9551 \\
\quad Setup ws final & 0.08535 ns \\
\quad WHS & between 1 and 1.5 ns \\
\quad Highest achievable clock rate & around 550 MHz \\
\quad Final hold violation count & 0 \\
\quad Slew at the pin closest to its max-slew limit & 0.1973 ns \\
\quad Unrepaired setup endpoints after global routing & no \\
\multicolumn{2}{l}{\textbf{Clocking}} \\
\quad Number of buffers inserted to repair setup after CTS & 0 \\
\quad Post-cts hold-fix buffer tally & 0 \\
\multicolumn{2}{l}{\textbf{Worst hold path}} \\
\quad HP Class & input port to output port \\
\multicolumn{2}{l}{\textbf{Run status}} \\
\quad Status & finished clean \\
\hline
\end{tabular}
==> layer usage <==
metal	track usage	share of wire
met5	0	0
met4	0	0
met3	0.007955	0.19
met2	0.02568	0.40
met1	0.02439	0.41
==> cells by family (layout without fill, tap and decap cells) <==
kind of cell / after synthesis / in the layout
fa+ha+maj: 1 / 1
simple gates: 6 / 6
buf+inv: 4 / 29
xor+xnor: 6 / 6
==> stage by stage <==
step           instance area [um2]  TNS (ns)
4_1_cts                      430.4  -0.06440
3_5_place_dp                 412.9    -3.477
6_report                     424.2         0
5_1_grt                      424.2         0
2_1_floorplan                127.6         0
3_3_place_gp                 412.9    -3.332
==> power breakdown <==
group	switching, mW	internal (mW)	leakage, nW
logic	0.0248	0.0472	0.167
clock network	0	0	0
registers	0	0	0
total	0.0248	0.0472	0.167
==> layout by cell type (no fill, tap or decap) <==
cell type,count
buf_4,9
buf_2,6
xnor2_1,5
clkdlybuf4s50_1,4
inv_1,2
clkbuf_2,2
buf_6,2
dlygate4sd2_1,2
or4_4,1
nor4_4,1
inv_2,1
nor2_4,1
nor3_4,1
nor3b_4,1
or3_4,1
xor2_1,1
ha_2,1
clkdlybuf4s15_1,1
==> tightest hold or removal path, cell delays in order <==
cell     delay [ns]
buf_2          0.09
buf_4          0.10
xnor2_1        0.05
buf_2          0.11
==> cell type report <==
cell class,instances,area (um2),share of cell area
Multi-Input combinational cell,13,157.7,0.3717
Tap cell,46,57.56,0.1357
Inverter,3,11.26,0.02655
Timing Repair Buffer,26,197.7,0.4661
==> what timing repair did <==
item	CTS	global route
setup endpoints to repair	7	3
gates cloned	0	0
gates resized	41	7
pin swaps	6	6
==> final timing paths <==
path	from	to	slack [ns]	depth (start not counted)
worst max-delay path	in[3]	out[7]	0.09	5
worst min-delay path	in[5]	out[5]	1.11	4
Power figures rest on the tool's default switching activity, not on a simulated workload.
